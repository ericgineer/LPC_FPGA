## flow/run.sh

```bash
#!/bin/bash
# OpenROAD 26Q1-2900-gdf79404cd8, Yosys 0.63+post, stock flow scripts
make -C /OpenROAD-flow-scripts/flow DESIGN_CONFIG=/design/flow/config.mk WORK_HOME=/design/flow/orfs finish
```

## flow/design.v

```verilog
`timescale 1ns/1ns
module LFSR(input wire clk,
			input wire rst,
			output reg [15:0] d_out);
	always @(posedge clk)
	begin
		if (rst)
		begin
			d_out <= 16'b1011001011001101;
		end else
		begin
			d_out <= {d_out[0] ^ d_out[1], d_out[15:1]};
		end
	end
endmodule
`timescale 1ns/1ns
module LPCdec(input wire 			   clk,
			  input wire 			   rst,
			  input wire 			   v,
			  input wire 			   voiced,
			  input wire 		[15:0] pulserate,
			  input wire 		[15:0] lpcrate,
			  input wire signed [15:0] A0,
			  input wire signed [15:0] A1,
			  input wire signed [15:0] A2,
			  input wire signed [15:0] A3,
			  input wire signed [15:0] A4,
			  input wire signed [15:0] A5,
			  input wire signed [15:0] A6,
			  input wire signed [15:0] A7,
			  input wire signed [15:0] A8,
			  input wire signed [15:0] A9,
			  input wire signed [15:0] A10,
			  output reg signed [15:0] synth,
			  output reg 			   vout);
		wire signed [15:0] x, pulseout, d_out, y;
		wire synth_vout;
		assign x = voiced ? pulseout : d_out;
		always @(posedge clk)
		begin
			vout <= synth_vout;
			synth <= y;
		end  
	    synthfilt synthfilt(.clk(clk),
						 .rst(rst),
						 .v(v),
						 .x(x),
						 .A0(A0),
						 .A1(A1),
						 .A2(A2),
						 .A3(A3),
						 .A4(A4),
						 .A5(A5),
						 .A6(A6),
						 .A7(A7),
						 .A8(A8),
						 .A9(A9),
						 .A10(A10),
						 .y(y),
						 .vout(synth_vout));
		pulsegen pulsegen(.clk(clk),
						 .rst(rst),
						 .v(v),
						 .pulserate(pulserate),
						 .lpcrate(lpcrate),
						 .pulseout(pulseout),
						 .vout());
		LFSR LFSR(.clk(clk),
				  .rst(rst),
				  .d_out(d_out));
endmodule
`timescale 1ns/1ns
module pulsegen(input wire 				 clk,
				input wire 				 rst,
				input wire 				 v,
				input wire 		  [15:0] pulserate,
				input wire 		  [15:0] lpcrate,
				output reg signed [15:0] pulseout,
				output reg               vout);
		reg [15:0] count;
		always @(posedge clk)
		begin
			if (rst)
			begin
				pulseout <= 16'b0;
				count <= 16'b0;
			end
			if (v)
			begin
				if (count >= lpcrate)
				begin
					pulseout <= 16'b111111111111111;
					count <= 16'b0;
				end else
				begin
					pulseout <= 16'b0;
					count <= count + pulserate;
				end
				vout <= 1'b1;
			end else
			begin
				vout <= 1'b0;
				count <= 16'b0;
			end
		end
endmodule
`timescale 1ns/1ns
module synthfilt(input wire clk,
				 input wire rst,
				 input wire 			  v,
				 input wire signed [15:0] x,
				 input wire signed [15:0] A0,
				 input wire signed [15:0] A1,
				 input wire signed [15:0] A2,
				 input wire signed [15:0] A3,
				 input wire signed [15:0] A4,
				 input wire signed [15:0] A5,
				 input wire signed [15:0] A6,
				 input wire signed [15:0] A7,
				 input wire signed [15:0] A8,
				 input wire signed [15:0] A9,
				 input wire signed [15:0] A10,
				 output reg signed [15:0] y,
				 output reg 			  vout);
		reg signed [15:0] y1, y2, y3, y4, y5, y6, y7, y8, y9, y10, x_tmp;
		reg signed [31:0] y1_tmp, y2_tmp, y3_tmp, y4_tmp, y5_tmp, y6_tmp, y7_tmp, y8_tmp, y9_tmp, y10_tmp;
		reg v1;
		always @(posedge clk)
		begin
			if (rst)
			begin
				y  <= 16'b0;
				y1 <= 16'b0;
				y2 <= 16'b0;
				y3 <= 16'b0;
				y4 <= 16'b0;
				y5 <= 16'b0;
				y6 <= 16'b0;
				y7 <= 16'b0;
				y8 <= 16'b0;
				y9 <= 16'b0;
				y10 <= 16'b0;
				y1_tmp <= 16'b0;
				y2_tmp <= 16'b0;
				y3_tmp <= 16'b0;
				y4_tmp <= 16'b0;
				y5_tmp <= 16'b0;
				y6_tmp <= 16'b0;
				y7_tmp <= 16'b0;
				y8_tmp <= 16'b0;
				y9_tmp <= 16'b0;
				y10_tmp <= 16'b0;
				vout <= 1'b0;
				v1 <= 1'b0;
				x_tmp <= 1'b0;
			end
			if (v)
			begin
				y1_tmp <= y1 * A1;
				y2_tmp <= y2 * A2;
				y3_tmp <= y3 * A3;
				y4_tmp <= y4 * A4;
				y5_tmp <= y5 * A5;
				y6_tmp <= y6 * A6;
				y7_tmp <= y7 * A7;
				y8_tmp <= y8 * A8;
				y9_tmp <= y9 * A9;
				y10_tmp <= y10 * A10;
				x_tmp <= x;
				v1 <= 1'b1;
			end else
				v1 <= 1'b0;
			if (v1)
			begin
				y <= (x_tmp - y1_tmp - y2_tmp - y3_tmp - y4_tmp - y5_tmp
					  - y6_tmp - y7_tmp - y8_tmp - y9_tmp - y10_tmp) >>> 14;
				vout <= 1'b1;
			end else
				vout <= 1'b0;
			if (v || v1 || vout)
			begin
				y1 <= x_tmp;
				y2 <= y1;
				y3 <= y2;
				y4 <= y3;
				y5 <= y4;
				y6 <= y5;
				y7 <= y6;
				y8 <= y7;
				y9 <= y8;
				y10 <= y9;
			end
		end
endmodule
```

## flow/constraint.sdc

```tcl
current_design LPCdec

set clk_period 26.9
set clk_io_pct 0.2

create_clock -name clk0 -period $clk_period [get_ports {clk}]

set non_clock_inputs [all_inputs -no_clocks]
set_input_delay [expr $clk_period * $clk_io_pct] -clock clk0 $non_clock_inputs
set_output_delay [expr $clk_period * $clk_io_pct] -clock clk0 [all_outputs]
```

## flow/config.mk

```make
export PLATFORM = sky130hd
export DESIGN_NAME = LPCdec
export DESIGN_NICKNAME = LPCdec
export VERILOG_FILES = /design/flow/design.v
export SDC_FILE = /design/flow/constraint.sdc
export NUM_CORES = 4
export LEC_CHECK = 1
export CORE_UTILIZATION = 30
```

==> flow_metrics.py <==
# Flow results
metrics = {
    "synth": {
        "post_synth_main_area_contributors": "fa_1 46%, edfxtp_1 12%, inv_1 9.5%, ha_1 8.9%, and2_1 6.7%",
        "synth-edff-count": 493,
        "synth_sequential_area_ratio_pct": 13.2,
        "yosys.stat.chipArea_mm2": 0.120,
        "most_common_cell": "inv_1",
        "synth_area_per_cell_um2": 9.83,
        "most_frequent_cells_after_synthesis": "3,040 x inv_1, 2,737 x fa_1, 1,287 x and2_1, 1,282 x nand2_1, 851 x ha_1",
        "top_area_share_pct": 45.6,
        "yosys_most_used_dff": "edfxtp_1",
        "yosysWarnings": 4,
        "ys_cells": 12200,
        "count_of_cell_types_in_the_netlist": 78,
        "async_flop_share_pct": 0,
        "netlist_area_mm2": 0.120,
        "synthCells": 12200,
        "synth_flops": 544,
        "yosysTopAreaCell": "fa_1",
    },
    "floorplanning": {
        "die_area_mm2": 0.403,
        "core-area_mm2": 0.399,
        "rows": 232,
        "io_pins": 229,
        "die_w_um": 635,
        "floorplanUtilization_pct": 30.1,
        "die_h_um": 635,
    },
    "worst_hold_path": {
        "hold_depth": 0,
        "timing.hold.worst.start": "synthfilt.y[6]$_SDFFCE_PN0P_",
        "worst_case_hold_path_end_point": "synth[6]$_DFF_P_",
        "timing.hold.worst.class": "flop to flop",
    },
    "final_timing": {
        "timing.final.crit_share_pct": 46.0,
        "drv_slew": 0,
        "finalSetupViolations": 0,
        "setup_ws_ns": 14.52,
        "rsz_0062_raised_after_global_routing": "no",
        "fmax_ghz": 0.0808,
        "final_period_minus_worst_setup_slack_ns": 12.38,
        "fin_skew_ns": 0.0624,
        "final.setup.tns_ns": 0,
        "max_slew.worst_pin.slew_ns": 0.942,
        "slew_headroom_pct": 37.0,
        "finalHoldViolations": 0,
    },
    "place": {
        "gp_congestion": 0.953,
        "hpwlAfterDp_um": 247000,
        "dp_slack_ns": 13.87,
        "place.port_buffers": 212,
    },
    "final_layout": {
        "final_core_utilization_pct": 32.9,
        "area.growth.synth_to_final_pct": 9.27,
        "drive_gt1_share_pct": 2.76,
    },
    "global_route": {
        "global_route.overflow_total": 0,
        "grt_start_max_net_pins": 81,
        "grt_resource_usage_total_pct": 16.9,
        "grt_pass1_vias": 86700,
        "antenna_found_initial": 70,
        "wire_length_of_the_first_global_routing_pass_um": 499000,
    },
    "critical_path": {
        "worst_setup_path_end_kind": "flop",
        "worst-path-max-fanout": 16,
        "worst_r2r_startpoint": "synthfilt.y6[6]$_SDFFCE_PN0P_",
        "worst-setup-path-type": "primary input to flop",
        "setup.worst_path.start_class": "primary input",
        "timing.critical_path.arrival_ns": 12.82,
        "r2r_setup_slack_ns": 19.46,
        "reg2reg_depth": 22,
        "worst_setup_path_startpoint": "A6[3]",
        "worstReg2RegEnd": "synthfilt.y6_tmp[29]$_SDFFCE_PN0P_",
        "cp_data_required_time_ns": 27.34,
    },
    "clock_tree": {
        "cts.sinks": 544,
        "cts_htree_levels": 3,
        "clock_tree.buffer_depth": 3,
        "resized_gates_after_cts": 0,
        "tritoncts": "built",
        "post_cts_buffers": 0,
        "cts_hold_buffers": 0,
        "clkSlewWorstSetupHoldPaths_ns": 0.06,
        "cts_root_buf": "clkbuf_16",
        "cts_buffers": 71,
        "clock_insertion_delay_worst_skew_ns": 0.72,
    },
    "flow_run": {
        "log.warning_count": 42,
        "cap_violations": 0,
    },
    "drt": {
        "wire_per_inst_um": 17.4,
        "detail-route-antenna-nets": 0,
        "first_iter_violations": 3022,
        "drt_pass1_iterations": 8,
        "via_to_cell_ratio": 4.49,
        "remaining_design_rule_violation_count": 0,
        "detailroute.via_count": 79400,
        "routed_wirelength_um": 308000,
    },
    "outcome": {
        "run_status": "completed",
    },
}
[cell type report]
type                    instances  area [um2]
well taps                    5265        6590
fillers                     40300      268000
clock inverters                48         519
clock buffers                  82        1850
inverters                    3047       11400
repair buffers                389        3460
flip-flops and latches        544       15800
diodes                         42         105
multi-input cells            8265       91500
[layout by cell type, fill, tap and decap left out, types with 196 or more instances in the layout]
cell             instances
a21oi_1                196
and2_1                1287
clkdlybuf4s50_1        211
edfxtp_1               493
fa_1                  2737
ha_1                   851
inv_1                 3040
nand2_1               1282
nor2_1                 440
nor2b_1                200
xnor2_1                269
[routing by layer]
metal  vias to the layer above  track usage (%)  wire length, um
li1                      36300                -                -
met1                     40200             21.6           119000
met2                      2452             26.6           148000
met3                       402             7.61            32100
met4                        34             4.06             8680
met5                         -            0.827              601
[sequential cells by signal, indices dropped and copies added, names as in the netlist, 30 cells and up]
register,flops
synthfilt.y4_tmp,30
synthfilt.y9_tmp,30
synthfilt.y3_tmp,30
synthfilt.y5_tmp,30
synthfilt.y10_tmp,30
synthfilt.y1_tmp,30
synthfilt.y2_tmp,30
synthfilt.y7_tmp,30
synthfilt.y6_tmp,30
synthfilt.y8_tmp,30
[worst max-delay path, stage by stage]
cell	delay [ns]
clkdlybuf4s50_1	1.08
nand2_1	0.15
fa_1	0.50
fa_1	0.53
fa_1	0.52
inv_1	0.05
fa_1	0.50
fa_1	0.49
inv_1	0.05
fa_1	0.47
inv_1	0.04
ha_1	0.32
a21o_1	0.17
a21o_1	0.18
a21oi_1	0.22
o21ai_0	0.29
a21oi_1	0.40
a21boi_0	0.29
a211oi_1	0.46
a21oi_1	0.14
xnor2_1	0.48
nor2_1	0.08
[cells by family after synthesis]
logic type	share of synthesized area, %
simple gates	15.0
xor+xnor	2.90
fa+ha+maj	54.5
buf+inv	10.7
compound gates	3.74
mux	0.0344
flops	13.2
[per-stage QoR]
stage / instances / instance area (um2) / hold WS, ns
2_1_floorplan: 12200 / 120000 / 0.323
3_3_place_gp: 17500 / 129000 / 0.331
3_5_place_dp: 17500 / 129000 / 0.328
4_1_cts: 17600 / 131000 / 0.340
5_1_grt: 17700 / 131000 / 0.353
6_report: 17700 / 131000 / 0.341
[worst max-delay path by stage]
stage	slack [ns]	end	cells past startpoint
CTS	14.64	synthfilt.y6_tmp[29]$_SDFFCE_PN0P_	22
global route	14.15	synthfilt.y8_tmp[29]$_SDFFCE_PN0P_	22
finish	14.52	synthfilt.y6_tmp[29]$_SDFFCE_PN0P_	22
